==> design/flow/run.sh <==
#!/bin/bash
# OpenROAD 26Q1-2900-gdf79404cd8, Yosys 0.63+post, stock flow scripts
make -C /OpenROAD-flow-scripts/flow DESIGN_CONFIG=/design/flow/config.mk WORK_HOME=/design/flow/orfs finish
==> design/flow/config.mk <==
export PLATFORM = sky130hd
export DESIGN_NAME = complex_multiplier
export DESIGN_NICKNAME = complex_multiplier
export VERILOG_FILES = /design/flow/design.v
export SDC_FILE = /design/flow/constraint.sdc
export NUM_CORES = 4
export LEC_CHECK = 1
export CORE_UTILIZATION = 30
==> design/flow/constraint.sdc <==
current_design complex_multiplier

set clk_period 16.4
set clk_io_pct 0.2

create_clock -name clk0 -period $clk_period [get_ports {clk}]

set non_clock_inputs [all_inputs -no_clocks]
set_input_delay [expr $clk_period * $clk_io_pct] -clock clk0 $non_clock_inputs
set_output_delay [expr $clk_period * $clk_io_pct] -clock clk0 [all_outputs]
==> design/flow/design.v <==
`default_nettype none
`timescale 1ns / 1ps
`default_nettype none
`timescale 1ns / 1ps
module fixed_point_multiplier
#(
    parameter                                                           INTEGER_WIDTH = 3,
    parameter                                                           FRACTIONAL_WIDTH = 13
)
(
    input  wire signed             [INTEGER_WIDTH+FRACTIONAL_WIDTH-1:0] input_a,
    input  wire signed             [INTEGER_WIDTH+FRACTIONAL_WIDTH-1:0] input_b,
    output wire signed             [INTEGER_WIDTH+FRACTIONAL_WIDTH-1:0] output_prod
);
    reg signed                 [2*(INTEGER_WIDTH+FRACTIONAL_WIDTH)-1:0] product;
    assign output_prod[INTEGER_WIDTH+FRACTIONAL_WIDTH-1] = product[2*(INTEGER_WIDTH+FRACTIONAL_WIDTH)-1];
    assign output_prod[INTEGER_WIDTH+FRACTIONAL_WIDTH-2:0] = product[INTEGER_WIDTH+2*FRACTIONAL_WIDTH-2:FRACTIONAL_WIDTH];
    always@(*)
        product = input_a * input_b;
endmodule
module complex_multiplier
#(
    parameter                                                               INTEGER_WIDTH = 3,
    parameter                                                               FRACTIONAL_WIDTH = 13
)
(
    input  wire                                                             clk,
    input  wire                                                             rst_n,
    input  wire                                                             input_a_tvalid,
    output wire                                                             input_a_tready,
    input  wire                    [2*(INTEGER_WIDTH+FRACTIONAL_WIDTH)-1:0] input_a_tdata,
    input  wire                                                             input_b_tvalid,
    output wire                                                             input_b_tready,
    input  wire                    [2*(INTEGER_WIDTH+FRACTIONAL_WIDTH)-1:0] input_b_tdata,
    output reg                                                              output_prod_tvalid,
    input  wire                                                             output_prod_tready,
    output wire                    [2*(INTEGER_WIDTH+FRACTIONAL_WIDTH)-1:0] output_prod_tdata
);
    localparam                                                              MUL_STATE = 2'b00;
    localparam                                                              ADD_STATE = 2'b01;
    localparam                                                              WRITE_STATE = 2'b10;
    wire signed                        [INTEGER_WIDTH+FRACTIONAL_WIDTH-1:0] input_a_real;
    wire signed                        [INTEGER_WIDTH+FRACTIONAL_WIDTH-1:0] input_a_imag;
    wire signed                        [INTEGER_WIDTH+FRACTIONAL_WIDTH-1:0] input_b_real;
    wire signed                        [INTEGER_WIDTH+FRACTIONAL_WIDTH-1:0] input_b_imag;
    reg signed                         [INTEGER_WIDTH+FRACTIONAL_WIDTH-1:0] prod_real1;
    reg signed                         [INTEGER_WIDTH+FRACTIONAL_WIDTH-1:0] prod_real2;
    reg signed                         [INTEGER_WIDTH+FRACTIONAL_WIDTH-1:0] prod_imag1;
    reg signed                         [INTEGER_WIDTH+FRACTIONAL_WIDTH-1:0] prod_imag2;
    wire signed                        [INTEGER_WIDTH+FRACTIONAL_WIDTH-1:0] prod_real1_wire;
    wire signed                        [INTEGER_WIDTH+FRACTIONAL_WIDTH-1:0] prod_real2_wire;
    wire signed                        [INTEGER_WIDTH+FRACTIONAL_WIDTH-1:0] prod_imag1_wire;
    wire signed                        [INTEGER_WIDTH+FRACTIONAL_WIDTH-1:0] prod_imag2_wire;
    reg signed                         [INTEGER_WIDTH+FRACTIONAL_WIDTH-1:0] prod_real;
    reg signed                         [INTEGER_WIDTH+FRACTIONAL_WIDTH-1:0] prod_imag;
    wire                                                                    input_valid;
    reg                                                                     input_ready;
    reg                                                               [1:0] state;
    assign input_a_real = input_a_tdata[INTEGER_WIDTH+FRACTIONAL_WIDTH-1:0];
    assign input_a_imag = input_a_tdata[2*(INTEGER_WIDTH+FRACTIONAL_WIDTH)-1:INTEGER_WIDTH+FRACTIONAL_WIDTH];
    assign input_b_real = input_b_tdata[INTEGER_WIDTH+FRACTIONAL_WIDTH-1:0];
    assign input_b_imag = input_b_tdata[2*(INTEGER_WIDTH+FRACTIONAL_WIDTH)-1:INTEGER_WIDTH+FRACTIONAL_WIDTH];
    assign input_a_tready = rst_n & input_ready;
    assign input_b_tready = rst_n & input_ready;
    assign input_valid = input_a_tvalid & input_b_tvalid;
    assign output_prod_tdata[INTEGER_WIDTH+FRACTIONAL_WIDTH-1:0] = prod_real;
    assign output_prod_tdata[2*(INTEGER_WIDTH+FRACTIONAL_WIDTH)-1:INTEGER_WIDTH+FRACTIONAL_WIDTH] = prod_imag;
    always@(posedge clk)
    begin
        if(rst_n == 1'b0)
        begin
            output_prod_tvalid <= 1'b0;
            input_ready <= 1'b1;
            prod_real1 <=  'h0;
            prod_real2 <=  'h0;
            prod_imag1 <=  'h0;
            prod_imag2 <=  'h0;
            prod_real <=  'h0;
            prod_imag <=  'h0;
            state <= MUL_STATE;
        end
        else
        begin
            case(state)
                MUL_STATE  :    begin
                                    if(input_ready & input_valid)
                                    begin
                                        prod_real1 <= prod_real1_wire;
                                        prod_real2 <= prod_real2_wire;
                                        prod_imag1 <= prod_imag1_wire;
                                        prod_imag2 <= prod_imag2_wire;
                                        input_ready <= 1'b0;
                                        state <= ADD_STATE;
                                    end
                                    else
                                        state <= MUL_STATE;
                                end
                ADD_STATE   :   begin
                                    output_prod_tvalid <= 1'b1;
                                    prod_real <= prod_real1 - prod_real2;
                                    prod_imag <= prod_imag1 + prod_imag2;
                                    state <= WRITE_STATE;
                                end
                WRITE_STATE :   begin
                                    if(output_prod_tready == 1'b1)
                                    begin
                                        output_prod_tvalid <= 1'b0;
                                        input_ready <= 1'b1;
                                        state <= MUL_STATE;
                                    end
                                    else
                                        state <= WRITE_STATE;
                                end
            endcase
        end
    end
    fixed_point_multiplier
    #(
        .INTEGER_WIDTH                                                      (INTEGER_WIDTH),
        .FRACTIONAL_WIDTH                                                   (FRACTIONAL_WIDTH)
    )
    multiplier0
    (
        .input_a                                                            (input_a_real),
        .input_b                                                            (input_b_real),
        .output_prod                                                        (prod_real1_wire)
    );
    fixed_point_multiplier
    #(
        .INTEGER_WIDTH                                                      (INTEGER_WIDTH),
        .FRACTIONAL_WIDTH                                                   (FRACTIONAL_WIDTH)
    )
    multiplier1
    (
        .input_a                                                            (input_a_imag),
        .input_b                                                            (input_b_imag),
        .output_prod                                                        (prod_real2_wire)
    );
    fixed_point_multiplier
    #(
        .INTEGER_WIDTH                                                      (INTEGER_WIDTH),
        .FRACTIONAL_WIDTH                                                   (FRACTIONAL_WIDTH)
    )
    multiplier2
    (
        .input_a                                                            (input_a_real),
        .input_b                                                            (input_b_imag),
        .output_prod                                                        (prod_imag1_wire)
    );
    fixed_point_multiplier
    #(
        .INTEGER_WIDTH                                                      (INTEGER_WIDTH),
        .FRACTIONAL_WIDTH                                                   (FRACTIONAL_WIDTH)
    )
    multiplier3
    (
        .input_a                                                            (input_a_imag),
        .input_b                                                            (input_b_real),
        .output_prod                                                        (prod_imag2_wire)
    );
endmodule
==> flow.log <==
[report] extracting results
INFO  metric outcome = completed
INFO  metric timing_worst_slew_pin_value = a little under 1 ns
INFO  metric crit_top_cell = sky130_fd_sc_hd__fa_1
INFO  metric ys_sh_aoi = 4.39%
INFO  metric number_of_buffer_cells_added_on_primary_ports = 103
INFO  metric yosys.area_share.adder = 60.0%
INFO  metric top_cells_by_count = sky130_fd_sc_hd__inv_1 (1,191), sky130_fd_sc_hd__fa_1 (1,046), sky130_fd_sc_hd__nand2_1 (588)
INFO  metric grt_overflow = 0
INFO  metric cts_max_path_buffers = 2
INFO  metric worstPathRequired = around 17 ns
INFO  metric finalSetupViolCount = 0
INFO  metric final_tally_of_max_slew_violations = 0
INFO  metric instances_no_fill = between 6,000 and 7,000
INFO  metric grt_start_max_net_pins = around 51
INFO  metric fraction_of_registers_with_async_set_reset = 0%
INFO  metric slew_headroom = roughly a third
INFO  metric worst-setup-path-type = in -> reg
INFO  metric core = around 0.14 sq mm
INFO  metric final_hold_viol_count = 0
INFO  metric ys.flops = 101
INFO  metric netlist-cell-type-count = ~74
INFO  metric cp_slowest_cell = sky130_fd_sc_hd__a21oi_1
INFO  metric min_path_cells = 2
INFO  metric drc_errors = 0
INFO  metric grt_usage = roughly 17%
INFO  metric placed_cells = 6,488
INFO  metric clock_sink_count = 101
INFO  metric max-cap-violations = 0
INFO  metric hpwlAfterDp = a little over 80,000 microns
INFO  metric wire_per_inst = around 17 microns
INFO  metric mux_share_of_area = less than 1%
INFO  metric synthDominantCellAreaShare = between 40 and 50%
INFO  metric postCtsHoldBufs = 0
INFO  metric clk_transition_reported_paths = 0.08 ns
INFO  metric wire_length_of_the_first_global_routing_pass = around 180,000 microns
INFO  metric unrepaired_setup_endpoints_after_global_routing = false
INFO  metric timing.hold.ws = between 0.4 and 0.5 ns
INFO  metric period_needed = ~10 ns
INFO  metric floorplan.die.height = 377 microns
INFO  metric critical_path_arrival = 10.25 ns
INFO  metric yosysMostFrequentCell = sky130_fd_sc_hd__inv_1
INFO  metric warnings = 25
INFO  metric fmax = 100 MHz
INFO  metric ff_type = sky130_fd_sc_hd__dfxtp_1
INFO  metric ys.warnings.count = 2
INFO  metric worstSkewPairLatency = between 0.3 and 0.4 ns
INFO  metric via_count = ~29,000
INFO  metric synth.avg_cell_area = around 9 sq um
INFO  metric initial_utilization = ~30%
INFO  metric synth.area.top_cells = sky130_fd_sc_hd__fa_1 (50%), sky130_fd_sc_hd__inv_1 (11%), sky130_fd_sc_hd__ha_1 (10%), sky130_fd_sc_hd__and2_1 (7.1%), sky130_fd_sc_hd__nand2_1 (5.2%)
INFO  metric finalClockPeriodUsage = slightly above 60%
INFO  metric drtPass1Iterations = 5
INFO  metric regToRegStartpoint = prod_imag2[1]$_SDFFE_PN0P_
INFO  metric startpoint_type = input port
INFO  metric placedInstanceArea = approximately 0.045 sq mm
INFO  metric fin_area = approximately 0.046 sq mm
INFO  metric yosys-dominant-comb-family = adder cells
INFO  metric worstReg2RegEnd = prod_imag[13]$_SDFFE_PN0P_
INFO  metric share_of_the_synthesized_netlist_area_taken_by_xor_and_xnor_gates = between 2 and 2.5%
INFO  metric row_cnt = around 140
INFO  metric postRouteAntennaNets = 0
INFO  metric slowest_delay = roughly 0.6 ns
INFO  metric crit_path_cell_trace = clkdlybuf4s50_1 > buf_4 > nand2_1 > fa_1 > inv_1 > fa_1 > inv_1 > fa_1 > inv_1 > fa_1 > fa_1 > inv_1 > fa_1 > inv_1 > ha_1 > o21ai_0 > a21oi_1 > o21ai_0 > a31oi_1 > o21ai_1 > a21boi_1 > o21ai_0 > a32o_1
INFO  metric synth_stat.cells = roughly 4,700
INFO  metric drt-vias-per-instance = about 4.5
INFO  metric die_width = around 380 microns
INFO  metric synth_top_cell_by_area = sky130_fd_sc_hd__fa_1
INFO  metric clock_tree.root_cell = sky130_fd_sc_hd__clkbuf_16
INFO  metric hold_end = prod_real2[6]$_SDFFE_PN0P_
INFO  metric via_count_of_the_first_global_routing_pass = 31,168
INFO  metric worst_min_delay_path_category = reg -> reg
INFO  metric endpoint_kind = register
INFO  metric post_cts_buffers = 0
INFO  metric chipArea = roughly 0.14 sq mm
INFO  metric yosys.stat.chipArea = between 0.04 and 0.05 sq mm
INFO  metric netlist_instances = 4,653
INFO  metric routed_wirelength = around 110,000 microns
INFO  metric flow.area_growth_from_synthesis = 8.13%
INFO  metric antenna_found_initial = 1
INFO  metric worst_hold_startpoint = prod_real2[6]$_SDFFE_PN0P_
INFO  metric cts_tree = done
INFO  metric synthSimpleGateAreaFrac = 15.7%
INFO  metric layout_cell_share_with_drive_strength_beyond_1 = under 10%
INFO  metric cts_made_buffers = 9
INFO  metric rr_worst_depth = 9
INFO  metric detail_route.iter0.violations = about 1,100
INFO  metric synth-edff-count = 0
INFO  metric place_congestion = between 0.9 and 1
INFO  metric sequential_fraction_of_the_synthesis_area = ~4.8%
INFO  metric io_pins = approximately 100
INFO  metric insertedDiodeCount = 0
INFO  metric crit_path_max_fanout = 32
INFO  metric netlist_area = about 0.042 sq mm
INFO  metric setup_total_negative_slack = 0 ns
INFO  metric rrSetupSlack = about 14 ns
INFO  metric timing.clock.skew = 0.0167 ns
INFO  metric h-tree-depth = 3
INFO  metric cts.repair.resized = 0
## registers in the layout, summed over array words and instances (netlist names)
signal              cells
prod_imag              16
output_prod_tvalid      1
prod_real2             16
input_ready             1
prod_imag2             16
prod_imag1             16
state                   3
prod_real              16
prod_real1             16
## layout make-up
cell class | instances | area [sq um]
flip-flops and latches | 101 | 2020
clock buffers | 10 | 229
well taps | 1876 | 2350
fillers | 14266 | 94000
inverters | 1191 | 4470
repair buffers | 177 | 1590
clock inverters | 6 | 81.3
multi-input cells | 3143 | 34800
## layout by cell type (no fill, tap or decap), types with 25 or more instances in the layout
cell and count:
sky130_fd_sc_hd__xnor2_1 80, sky130_fd_sc_hd__fa_1 1046, sky130_fd_sc_hd__nor3_1 27, sky130_fd_sc_hd__inv_1 1190, sky130_fd_sc_hd__dfxtp_1 100, sky130_fd_sc_hd__clkdlybuf4s50_1 103
sky130_fd_sc_hd__ha_1 346, sky130_fd_sc_hd__a21oi_1 97, sky130_fd_sc_hd__buf_4 74, sky130_fd_sc_hd__nor2_1 122, sky130_fd_sc_hd__nand2_1 588, sky130_fd_sc_hd__o21ai_0 59
sky130_fd_sc_hd__and2_1 481, sky130_fd_sc_hd__xor2_1 25
## routing by layer
| metal | GRT usage, % | vias to the layer above | share of wire (%) | wire (microns) |
|---|---|---|---|---|
| li1 | - | 13450 | - | - |
| met4 | 1.76 | 0 | 1.4 | 1530 |
| met3 | 8.57 | 75 | 13 | 13600 |
| met2 | 24.0 | 1183 | 43 | 46000 |
| met5 | 0.206 | - | 0 | 0 |
| met1 | 25.0 | 14609 | 43 | 46600 |
## critical path: cells and delay by family
family | cells | cell delay (ns)
adders and majority gates | 7 | 3.32
AOI/OAI and AO/OA | 8 | 2.33
buffers and inverters | 7 | 1.17
and+or+nand+nor | 1 | 0.16
## per-stage QoR
step	util, %	setup slack, ns
floorplan	-	7.69
global placement	32.4	6.19
detailed placement	32.4	6.08
CTS	32.7	6.49
global route	32.7	6.07
finish	32.7	6.42
## cell families (layout without fill, tap and decap cells)
family / count (synthesis) / count (layout)
fa+ha+maj: 1392 / 1392
flops: 101 / 101
buf+inv: 1409 / 1384
compound gates: 285 / 285
simple gates: 1342 / 1342
mux: 19 / 19
xor+xnor: 105 / 105
## how the worst max path moves through the flow
stage	startpoint	to	slack, ns	depth (start not counted)
CTS	input_b_tdata[15]	prod_real1[15]$_SDFFE_PN0P_	6.49	21
global route	input_b_tdata[23]	prod_imag1[8]$_SDFFE_PN0P_	6.07	23
finish	input_b_tdata[23]	prod_imag1[8]$_SDFFE_PN0P_	6.42	23
